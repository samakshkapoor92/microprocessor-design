**flow/config.mk**
```make
export PLATFORM = sky130hd
export DESIGN_NAME = counter
export DESIGN_NICKNAME = counter
export VERILOG_FILES = /design/flow/design.v
export SDC_FILE = /design/flow/constraint.sdc
export NUM_CORES = 4
export LEC_CHECK = 1
export CORE_UTILIZATION = 30
```
**flow/constraint.sdc**
```tcl
current_design counter

set clk_period 4.4
set clk_io_pct 0.2

create_clock -name clk0 -period $clk_period [get_ports {clk}]

set non_clock_inputs [all_inputs -no_clocks]
set_input_delay [expr $clk_period * $clk_io_pct] -clock clk0 $non_clock_inputs
set_output_delay [expr $clk_period * $clk_io_pct] -clock clk0 [all_outputs]
```
**flow/design.v**
```verilog
`timescale 1ns / 1ps
module counter(
    input clk,
    input rst,
    input up,
    input down,
    output reg[3:0] led,
	 output reg clk1hz	 
    );                               
reg[29:0] cnt;
always @(posedge clk, posedge rst)
begin
  if (rst) begin
     cnt <= 0;
     clk1hz <= 0;
  end 
  else 
  begin
  if (cnt == 50000000) begin               
     cnt <= 0;                                       
     clk1hz <= ~clk1hz;   
  end 
  else begin
     cnt <= cnt + 1;
  end
  end
end
always @(posedge clk1hz, posedge rst)
   	if(rst) begin
			led<=4'b0;                
		end
	else
   begin
	if(up) begin       
			led<=led+1;               
		 end
	else if(down) begin
			led<=led-1;               
		 end
	end
endmodule
```
**flow/run.sh**
```bash
#!/bin/bash
# OpenROAD 26Q1-2900-gdf79404cd8, Yosys 0.63+post, stock flow scripts
make -C /OpenROAD-flow-scripts/flow DESIGN_CONFIG=/design/flow/config.mk WORK_HOME=/design/flow/orfs finish
```
==> metrics.txt <==
# HELP chip_impl_metric Metrics from one implementation run
# TYPE chip_impl_metric gauge
chip_impl_metric{name="port_buffers",unit=""} 8
chip_impl_metric{name="drv.max_cap_violation_count",unit=""} 0
chip_impl_metric{name="globalRouteTotalUtil",unit="%"} 11.6
chip_impl_metric{name="number_of_register_pins_that_no_clock_reaches",unit=""} 4
chip_impl_metric{name="holdBufCountCts",unit=""} 0
chip_impl_metric{name="fin_setup_tns",unit="ns"} 0
chip_impl_metric{name="max-slew-margin-rel",unit="%"} 67.6
chip_impl_metric{name="count_of_buffering_cells_on_the_critical_path_with_inverters_included",unit=""} 0
chip_impl_metric{name="antennaDiodeCount",unit=""} 0
chip_impl_metric{name="grt_pass1_wl",unit="um"} 5700
chip_impl_info{name="worstPathCellList",value="nand4_2 > or4_1 > or4_1 > a21oi_1"} 1
chip_impl_info{name="post-synth-top-area-cell",value="sky130_fd_sc_hd__dfrtp_1"} 1
chip_impl_info{name="most_common_cell_in_the_synthesized_netlist",value="sky130_fd_sc_hd__dfrtp_1"} 1
chip_impl_metric{name="power.sequential.fraction",unit="%"} 55.6
chip_impl_metric{name="worst-path-max-fanout",unit=""} 10
chip_impl_metric{name="die_area",unit="sq mm"} 0.00623
chip_impl_metric{name="layout-drive-gt1-share",unit="%"} 5.38
chip_impl_metric{name="num-fill-cells",unit=""} 555
chip_impl_metric{name="floorplan.initialDensity",unit="%"} 31.6
chip_impl_metric{name="routed_via_density",unit=""} 5.12
chip_impl_info{name="hold_path.startpoint",value="cnt[29]"} 1
chip_impl_metric{name="ctsHtreeMaxLevel",unit=""} 2
chip_impl_metric{name="edf_count",unit=""} 0
chip_impl_metric{name="first_global_vias",unit=""} 1190
chip_impl_metric{name="detail_route.first_pass.iterations",unit=""} 4
chip_impl_metric{name="die_h",unit="um"} 78.9
chip_impl_info{name="crit_path_end_kind",value="flop"} 1
chip_impl_metric{name="p_sw_share",unit="%"} 21.6
chip_impl_metric{name="top_level_ports",unit=""} 9
chip_impl_metric{name="maximum_vdd_ir_drop",unit="mV"} 0.166
chip_impl_info{name="r2r-start",value="cnt[8]"} 1
chip_impl_metric{name="synth_cells",unit=""} 173
chip_impl_metric{name="avgSynthCellArea",unit="sq um"} 10.3
chip_impl_metric{name="synth_top_area_share",unit="%"} 49.4
chip_impl_info{name="class_of_the_tightest_hold_or_removal_check",value="reg -> reg"} 1
chip_impl_metric{name="p_comb_share",unit="%"} 3.3
chip_impl_metric{name="max_slew.worst_pin.slew",unit="ns"} 0.485
chip_impl_metric{name="leakage_power_total",unit="nW"} 0.844
chip_impl_metric{name="fin_crit_sh",unit="%"} 49.0
chip_impl_metric{name="avgRoutedWirePerCell",unit="um"} 13.1
chip_impl_metric{name="synth.lib_cells_used.distinct",unit=""} 30
chip_impl_metric{name="r2r.worst_path.cells",unit=""} 4
chip_impl_metric{name="cellInternalPower",unit="mW"} 0.403
chip_impl_info{name="timing.critical_path.max_delay_family",value="simple AND/OR/NAND/NOR gates"} 1
chip_impl_metric{name="achievable-frequency",unit="MHz"} 464
chip_impl_metric{name="syn_area",unit="sq mm"} 0.00177
chip_impl_metric{name="dpl.hpwl",unit="um"} 2320
chip_impl_info{name="cts_root_buf",value="sky130_fd_sc_hd__clkbuf_8"} 1
chip_impl_metric{name="total_number_of_cells_along_the_worst_setup_path",unit=""} 4
chip_impl_metric{name="final.min_clock_period",unit="ns"} 2.16
chip_impl_metric{name="clk_pin_slew",unit="ns"} 0.06
chip_impl_metric{name="timing.final.max_slew_violations",unit=""} 0
chip_impl_metric{name="core_region_area",unit="sq mm"} 0.00561
chip_impl_info{name="crit_top_cell",value="sky130_fd_sc_hd__or4_1"} 1
chip_impl_metric{name="stage_log_warnings",unit=""} 26
chip_impl_info{name="post_synth_main_area_contributors",value="sky130_fd_sc_hd__dfrtp_1 49%, sky130_fd_sc_hd__xnor2_1 6.4%, sky130_fd_sc_hd__xor2_1 4.9%"} 1
chip_impl_metric{name="routed_wl",unit="um"} 3380
chip_impl_metric{name="numCtsBuffers",unit=""} 5
chip_impl_info{name="outcome",value="completed"} 1
chip_impl_metric{name="number_of_endpoints_with_negative_hold_slack_in_the_final_report",unit=""} 0
chip_impl_info{name="netlist_top_cells_count",value="35 x sky130_fd_sc_hd__dfrtp_1, 13 x sky130_fd_sc_hd__nand3_1, 13 x sky130_fd_sc_hd__xnor2_1, 11 x sky130_fd_sc_hd__nor2_1"} 1
chip_impl_metric{name="yosys-stat-cells",unit=""} 173
chip_impl_metric{name="ys_area",unit="sq mm"} 0.00177
chip_impl_metric{name="remaining_drc_errors",unit=""} 0
chip_impl_metric{name="setup_viol_count_final",unit=""} 0
chip_impl_metric{name="worstHoldPathCells",unit=""} 1
chip_impl_info{name="critPathKind",value="reg -> reg"} 1
chip_impl_metric{name="slowest_cell_delay_on_critical_path",unit="ns"} 0.73
chip_impl_info{name="ys.flop_type",value="sky130_fd_sc_hd__dfrtp_1"} 1
chip_impl_info{name="timing.critical_path.from",value="cnt[8]"} 1
chip_impl_metric{name="total_power_per_unit_cell_area",unit="mW/mm^2"} 254
chip_impl_info{name="grt_setup_unrepaired",value="no"} 1
chip_impl_metric{name="std_cell_rows",unit=""} 27
chip_impl_info{name="setup.worst_path.start_class",value="flop"} 1
chip_impl_info{name="critical_path.slowest_cell",value="sky130_fd_sc_hd__or4_1"} 1
chip_impl_metric{name="grt-ovfl-total",unit=""} 0
chip_impl_metric{name="cts-resized-gates",unit=""} 0
chip_impl_metric{name="drt-initial-drc-count",unit=""} 29
chip_impl_metric{name="antenna_left",unit=""} 0
chip_impl_metric{name="count_of_vias_placed_by_the_detailed_router",unit=""} 1321
chip_impl_metric{name="postSynth.asyncResetShare",unit="%"} 100
chip_impl_metric{name="globalplace.congestion",unit=""} 0.827
chip_impl_info{name="cts_tree",value="done"} 1
chip_impl_metric{name="synth_flop_count",unit=""} 35
chip_impl_metric{name="p_clk_share",unit="%"} 41.1
chip_impl_metric{name="required",unit="ns"} 4.61
chip_impl_metric{name="layout.cell_area.non_filler",unit="sq mm"} 0.00202
chip_impl_metric{name="power_dissipated_by_switching_net_loads",unit="mW"} 0.111
chip_impl_metric{name="area_growth",unit="%"} 13.9
chip_impl_metric{name="count_of_endpoints_without_a_timing_constraint",unit=""} 8
chip_impl_metric{name="grt_antenna_before_repair",unit=""} 0
chip_impl_metric{name="dpl_cell_area",unit="sq mm"} 0.00194
chip_impl_metric{name="synth.yosys.seq_area_share",unit="%"} 49.4
chip_impl_metric{name="pin_count_of_the_biggest_net_entering_global_routing",unit=""} 36
chip_impl_metric{name="die_w",unit="um"} 78.9
chip_impl_metric{name="post_cts.repair.setup_buffers",unit=""} 0
chip_impl_metric{name="finClkSkew",unit="ns"} 0.00141
chip_impl_metric{name="largest_buffer_count_on_any_clock_path",unit=""} 2
chip_impl_metric{name="endpoint_arrival_time_on_the_critical_path",unit="ns"} 2.36
chip_impl_metric{name="clk-insertion-delay-late",unit="ns"} 0.28
chip_impl_metric{name="synthesis.yosys.warnings",unit=""} 1
==> per-stage QoR <==
step	hold slack [ns]	worst slack [ns]	std cells	util, %	power (mW)
5_1_grt	0.518	2.11	258	36.0	0.530
3_3_place_gp	0.495	2.29	250	34.6	0.308
2_1_floorplan	0.443	2.50	173	-	0.302
3_5_place_dp	0.486	2.30	250	34.6	0.308
6_report	0.495	2.24	258	36.0	0.514
4_1_cts	0.493	2.27	258	36.0	0.518
==> cells in the final DEF, fill, tap and decap left out, drive strengths merged <==
cell type / instances
or4: 5
clkinv: 1
a21oi: 9
clkdlybuf4s50: 8
nand4: 11
dfrtp: 35
nor2: 11
nand4b: 1
nor4: 8
and3: 3
clkbuf: 7
fa: 1
mux2i: 2
o31ai: 4
nor2b: 2
nand2: 9
nor4bb: 1
and2: 3
xor2: 10
buf: 2
a21o: 1
ha: 4
o21ai: 6
nand3: 13
or3: 3
xnor2: 13
nor4b: 2
inv: 5
and4: 3
mux2: 1
nor3: 2
==> kinds of logic after synthesis <==
family | after synthesis | synth area share (%)
adders and majority gates | 5 | 3.95
DFF | 35 | 49.4
AOI/OAI and AO/OA | 20 | 6.35
buffers and inverters | 10 | 2.19
xor gates and xnor gates | 23 | 11.4
and+or+nand+nor | 77 | 25.0
muxes | 3 | 1.76
==> metal layers <==
| metal | vias to the layer above | GRT usage, % | share of wire [%] |
|---|---|---|---|
| li1 | 654 | - | - |
| met1 | 629 | 19.1 | 52 |
| met2 | 31 | 16.9 | 42 |
| met5 | - | 0 | 0 |
| met3 | 7 | 1.63 | 4.0 |
| met4 | 0 | 2.18 | 2.0 |
==> sequential cells by signal, indices dropped and copies added, names as in the netlist <==
signal / flops
led: 4
cnt: 30
clk1hz: 1
==> power by group through the flow <==
stage         clock network (mW)  logic, mW  registers [mW]
CTS                        0.215     0.0179           0.285
global route               0.225     0.0196           0.285
finish                     0.211     0.0170           0.285
==> path summary, 6_finish.rpt <==
| check | endpoint | slack (ns) |
|---|---|---|
| max in group asynchronous | cnt[2] | 3.09 |
| worst min-delay path | cnt[29] | 0.49 |
| worst max-delay path | cnt[23] | 2.24 |
| min in group asynchronous | clk1hz | 1.00 |
| worst max register to register | cnt[23] | 2.24 |
| worst min register to register | cnt[29] | 0.49 |
==> final cells by class <==
| class | instances | area (sq um) | area share (%) |
|---|---|---|---|
| tap | 72 | 90.1 | 4.46 |
| inverter | 5 | 18.8 | 0.929 |
| clock buffer | 7 | 76.3 | 3.78 |
| multi-input combinational | 128 | 860 | 42.5 |
| clock inverter | 1 | 5.00 | 0.248 |
| timing repair buffer | 10 | 95.1 | 4.71 |
| sequential | 35 | 876 | 43.3 |
No activity file was given, so power comes from the tool's default toggle rates.
