==> design.v <==
`timescale 1ns / 1ps
module jackpot(
    input clk,
    input rst,
    input [3:0] switch,
    output reg[3:0] led = 1,
	 output reg clk1hz	 
	 );						 
reg[29:0] cnt;
reg flag;					 
always @(posedge clk, posedge rst)
begin
  if (rst) begin
     cnt <= 0;
     clk1hz <= 0;
  end 
  else 
  begin
  if (cnt == 50000000) begin		 
     cnt <= 0;                                       
     clk1hz <= ~clk1hz;   
  end 
  else begin
     cnt <= cnt + 1;
  end
  end
end
always @(posedge clk1hz, posedge rst)begin
		 if(rst) begin
		 flag<=0;
		 end
		 else if((switch == led) && (flag==0)) begin		 
		   led <= 4'b1111;								 
			flag<=1;
       end
		 else if(switch != 0) begin
		   led <= led;									 
		 end
		 else if(led == 8)begin
		  led <= 1;
		 end
		 else begin
		  led <= led<<1;							 
		 end
    end
endmodule
==> run.sh <==
#!/bin/bash
# OpenROAD 26Q1-2900-gdf79404cd8, Yosys 0.63+post, stock flow scripts
make -C /OpenROAD-flow-scripts/flow DESIGN_CONFIG=/design/flow/config.mk WORK_HOME=/design/flow/orfs finish
==> config.mk <==
export PLATFORM = sky130hd
export DESIGN_NAME = jackpot
export DESIGN_NICKNAME = jackpot
export VERILOG_FILES = /design/flow/design.v
export SDC_FILE = /design/flow/constraint.sdc
export NUM_CORES = 4
export LEC_CHECK = 1
export CORE_UTILIZATION = 30
==> constraint.sdc <==
current_design jackpot

set clk_period 3.3
set clk_io_pct 0.2

create_clock -name clk0 -period $clk_period [get_ports {clk}]

set non_clock_inputs [all_inputs -no_clocks]
set_input_delay [expr $clk_period * $clk_io_pct] -clock clk0 $non_clock_inputs
set_output_delay [expr $clk_period * $clk_io_pct] -clock clk0 [all_outputs]
==> flow_summary.yaml <==
# synthesis and place-and-route metrics
pwr:
  netSwitchingFraction_pct: 19.9
  peakVddDrop_mv: 0.163
  p_int_mw: 0.578
  p_clk_share_pct: 44.7
  p_leak_nw: 0.863
  design_power_total_mw: 0.722
  combPwrFrac_pct: 2.6
  switching_power_mw: 0.144
  power.density_nw_per_um2: 340
  seq_power_share_pct: 52.7
timing:
  fin_ws_ps: 1270
  slew_headroom_pct: 48.3
  drv_slew: 0
  finalClockPeriodUsage_pct: 61.6
  finalHoldViolCount: 0
  untimed_endpoints: 13
  unclocked_pins: 5
  fin_crit_ps: 2030
  max_freq_mhz: 492
  rsz0062_at_grt: "no"
  timing.setup.tns_ps: 0
  tightestPinTransition_ps: 770
  setup_violations: 0
  clock_skew_ps: 6.10
placement:
  placed_cells: 254
  place_ws_ps: 1270
  dp_hpwl_um: 2210
  portBuffers: 10
  gp_congestion: 0.796
  post_dp_cell_area_um2: 2020
drt:
  avgViaCountPerCell: 4.87
  num_vias: 1275
  drt_pass1_iterations: 4
  drt_iter0_drc: 41
  ant_nets: 0
  antennaDiodeCount: 0
  drc: 0
  wl_per_cell_um: 12.3
  wl_um: 3210
hold_path:
  hold_depth: 1
  min_path_type: "reg -> reg"
grt:
  grt-ovfl-total: 0
  busiest_layer: "met2"
  antenna_found_initial: 0
  grtUsageMet1_pct: 16.7
  grt_pass1_wl_um: 5550
  grt_max_degree: 33
  grt_use_met3_pct: 1.60
  met2_usage_pct: 17.5
  grt_pass1_vias: 1207
  groute.usage.overall_pct: 11.0
yosys:
  syn_avg_cell_area_um2: 10.8
  yosys_cells: 173
  ys_warn_count: 1
  yosys.cell_types.count: 39
  ys.flops: 36
  postSynthSeqShare_pct: 49.4
  syn_area_um2: 1860
  synthArstFlopShare_pct: 88.9
  netlist_instances: 173
  synthFlopType: "dfrtp_1"
  ys_area_um2: 1860
  edf_count: 4
setup_path:
  cp_max_fo: 13
  path_cells: "inv_1 > ha_1 > nor4b_1 > nand3_1 > nor4_4 > xor2_1"
  path_delay_family: "simple AND/OR/NAND/NOR gates"
  cp_num_buf_inv: 1
  start_kind: "flip-flop"
  cp.depth: 6
  slowest_delay_ps: 620
  crit_arrival_ps: 2160
  rr_worst_depth: 6
  required_ps: 3420
  cp_slowest_cell: "nor4_4"
  path_class: "reg -> reg"
  end_kind: "flip-flop"
floorplan:
  core-area_um2: 5960
  fp-row-count: 28
  chipArea_um2: 6530
  die_h_um: 80.8
  die_w_um: 80.8
  io-pin-count: 11
  fp-utilization_pct: 31.3
clock_tree:
  cts-resized-gates: 0
  cts_max_level: 2
  cts_hold_buf: 0
  clkLatencyLatePin_ps: 280
  cts.path.max_buffers: 2
  clkTransAtPathRegs_ps: 60
  cts-root-buf: "clkbuf_8"
  cts_buffers: 5
  cts_tree: "done"
  post-cts-setup-buffers: 0
finish:
  drive_above_1_share_pct: 10.2
  final_layout_top_logic_cells: "dfrtp_1 (32), xnor2_1 (14), nand2_1 (11), clkdlybuf4s50_1 (10)"
  flow.area_growth_from_synthesis_pct: 13.9
  mostFrequentLayoutCell: "dfrtp_1"
  stdcell_count: 262
  n_fill_cell: 590
  stdcell_area_um2: 2120
job:
  drv_cap: 0
  warning_count: 26
outcome:
  status: "finished, final reports clean"
==> metrics by stage <==
stage	hold slack, ps	utilization (%)
6_report	475	35.6
5_1_grt	494	35.6
4_1_cts	476	35.6
3_5_place_dp	467	33.9
3_3_place_gp	460	33.9
2_1_floorplan	442	-
==> sequential cells by signal, indices dropped and copies added (netlist names) <==
name    cells
cnt        30
led         4
clk1hz      1
flag        1
==> logic make-up (layout without fill, tap and decap cells) <==
kind of cell,after synthesis,after routing,share of synthesized area (%)
xor+xnor,23,23,10.8
mux,1,1,0.537
buf+inv,14,28,4.10
compound gates,22,22,7.39
flops,36,36,49.4
simple gates,75,75,26.4
fa+ha+maj,2,2,1.34
==> layer usage <==
layer	wire, um	vias up	share of wire, %
met4	59	0	1.8
met1	1610	596	50
li1	-	645	-
met2	1410	27	44
met3	135	7	4.2
met5	0	-	0
==> worst paths after layout <==
kind | start | end | slack (ps)
min in group asynchronous | rst | cnt[29] | 790
hold / removal | cnt[29] | cnt[29] | 470
setup reg to reg | cnt[0] | clk1hz | 1270
max in group asynchronous | rst | cnt[17] | 2210
hold reg to reg | cnt[29] | cnt[29] | 470
setup / recovery | cnt[0] | clk1hz | 1270
==> worst register-to-register path: cells and delay by family (launching register included) <==
family / cells / cell delay (ps)
XOR/XNOR: 1 / 130
AND/OR/NAND/NOR: 3 / 1140
adder cells (fa/ha/maj): 1 / 130
buffers and inverters: 1 / 70
flip-flops: 1 / 410
==> power by group through the flow <==
stage	Combinational, mW	Clock [mW]	Sequential [mW]
5_1_grt	0.0211	0.350	0.380
4_1_cts	0.0196	0.335	0.380
6_report	0.0187	0.323	0.380
==> cell usage after synthesis, types with 2 or more instances <==
| library cell | count | share of area [%] |
|---|---|---|
| dfrtp_1 | 32 | 43 |
| xnor2_1 | 14 | 6.6 |
| nand2_1 | 11 | 2.2 |
| inv_1 | 9 | 1.8 |
| nand3_1 | 9 | 2.4 |
| xor2_1 | 9 | 4.2 |
| a21oi_1 | 7 | 1.9 |
| nand4_1 | 7 | 2.4 |
| nor2_1 | 7 | 1.4 |
| o21ai_0 | 7 | 1.9 |
| nand2b_1 | 6 | 2.0 |
| or3_1 | 6 | 2.0 |
| nor3_1 | 5 | 1.3 |
| edfxtp_1 | 4 | 6.4 |
| nor4b_1 | 4 | 1.9 |
| and3_1 | 3 | 1.0 |
| nor4_2 | 3 | 2.0 |
| o31ai_1 | 3 | 1.2 |
| and4_1 | 2 | 0.94 |
| buf_4 | 2 | 0.81 |
| buf_6 | 2 | 1.2 |
| ha_1 | 2 | 1.3 |
| nor4_1 | 2 | 0.67 |
| o41ai_1 | 2 | 0.94 |
==> final cells by class <==
cell class / instances / area [um2] / share of cell area [%]
tap: 75 / 93.8 / 4.42
multi-input combinational: 123 / 866 / 40.8
sequential: 36 / 921 / 43.4
clock buffer: 8 / 100 / 4.72
timing repair buffer: 11 / 108 / 5.07
inverter: 9 / 33.8 / 1.59
Power and IR drop assume default switching activity.
